File: flow/design.v
module ACC_ROT(input [15:0] Xre, output reg[15:0] Qre=0, 
               input [15:0] Xim, output reg[15:0] Qim=0, 
               input clk,
               input L,  
               input st);  
  wire [17:0] COS = 56756 ;  
  wire [17:0] SIN = 32768 ;  
  wire [15:0] Pre; wire [15:0] Pim ;
  COMP_MULT DD1 ( .Xr(Qre), .Pre(Pre),  
                  .Xi(Qim), .Pim(Pim),  
                  .COS(COS),  
                  .SIN(SIN),  
                  .clk(clk));
  always @ (posedge clk) begin
    Qre <= L? Xre : st? Pre : Qre ;
    Qim <= L? Xim : st? Pim : Qim ; 
  end
endmodule
module COMP_MULT(input [15:0] Xr, output reg [15:0] Pre=0,  
                 input [15:0] Xi, output reg [15:0] Pim=0,  
                 input [17:0] COS,  
                 input [17:0] SIN,  
                 input clk);
  wire [15:0] M1r ;  
  wire [15:0] M2r ;  
  wire [15:0] M1i ;  
  wire [15:0] M2i ;  
  always @ (posedge clk) begin
    Pre <= M1r-M2r ;  
    Pim <= M2i+M1i ;  
  end
  SMULT DD1 (.A(Xr), .AB(M1r),  
             .B(COS),
             .clk(clk));
  SMULT DD2 (.A(Xi), .AB(M2r),  
             .B(SIN),
             .clk(clk));
  SMULT DD3 (.A(Xi), .AB(M1i),  
             .B(COS),
             .clk(clk));
  SMULT DD4 (.A(Xr), .AB(M2i),  
             .B(SIN),
             .clk(clk));
endmodule
module SMULT (input [16-1:0] A, output wire [16-1:0] AB,  
              input [18-1:0] B,                             
              input clk);
  reg [16+18-1:0] MAB = 0;  
  assign AB = MAB>>16 ;  
  wire s_A = A[16-1];  
  wire s_B = B[18-1];  
  wire s_M = s_A^s_B ;  
  wire [16-1:0]mod_A= s_A? -A : A;  
  wire [18-1:0]mod_B= s_B? -B : B;  
  wire [16+18-1:0]mod_M = mod_A * mod_B;  
  always @ (posedge clk) begin
    MAB <= s_M? -mod_M : mod_M;  
  end
endmodule
File: flow/run.sh
#!/bin/bash
# OpenROAD 26Q1-2900-gdf79404cd8, Yosys 0.63+post, stock flow scripts
make -C /OpenROAD-flow-scripts/flow DESIGN_CONFIG=/design/flow/config.mk WORK_HOME=/design/flow/orfs finish
File: flow/config.mk
export PLATFORM = sky130hd
export DESIGN_NAME = ACC_ROT
export DESIGN_NICKNAME = ACC_ROT
export VERILOG_FILES = /design/flow/design.v
export SDC_FILE = /design/flow/constraint.sdc
export NUM_CORES = 4
export LEC_CHECK = 1
export CORE_UTILIZATION = 30
File: flow/constraint.sdc
current_design ACC_ROT

set clk_period 9.0
set clk_io_pct 0.2

create_clock -name clk0 -period $clk_period [get_ports {clk}]

set non_clock_inputs [all_inputs -no_clocks]
set_input_delay [expr $clk_period * $clk_io_pct] -clock clk0 $non_clock_inputs
set_output_delay [expr $clk_period * $clk_io_pct] -clock clk0 [all_outputs]
==> metrics.yaml <==
cts:
  htreeDepth: 4
  clockBufferDepth: 2
  post-cts-setup-buffers: 0
  clock.latency.late_pin_ps: 430
  clock_sinks: 128
  clkSlewWorstSetupHoldPaths_ps: 70
  cts_tree: "built"
  cts_made_buffers: 17
  cts-root-buf: "clkbuf_16"
setup_path:
  cp_slowest_stage_delay_ps: 560
  critPathBufInv: 5
  path_common_cell: "inv_1"
  end_kind: "register"
  critPathSlowestCell: "or4_1"
  required_ps: 9360
  crit_type: "reg2reg"
  cp-start-kind: "register"
  critPathArrivalTime_ps: 8730
  critPathMaxFanout: 10
  cp_top_family: "adder cells"
global_routing:
  grt_pass1_vias: 12800
  met2_usage_pct: 25.4
  grt_use_met1_pct: 26.2
  grt_first_pass_wirelength_um: 72500
  track_usage_pct: 17.1
  overflow: 0
  antenna_found_initial: 0
  top_usage_layer: "met1"
  grt_max_degree: 39
  use_met3_pct: 4.71
min_path:
  hold_path_class: "reg2reg"
synthesis:
  synth_area_mm2: 0.0169
  ys_warn_count: 3
  topCellsByArea: "fa_1 (20%), ha_1 (20%), dfxtp_1 (11%), xnor2_1 (7.5%), inv_1 (7.0%)"
  yosysCellCount: 1792
  ys.flops: 128
  yosys.area.top_type: "fa_1"
  synth_cell_types: 79
  yosys_area_mm2: 0.0169
  async_flop_share_pct: 0
  flop_cell: "dfxtp_1"
  synth-edff-count: 32
  synth_area_per_cell_um2: 9.41
  synth_seq_share_pct: 17.1
  synth_cells: 1792
  top_cell_area_share_pct: 19.8
floorplan:
  die_w_um: 239
  io_pins: 67
  coreArea_mm2: 0.0553
  die_y_um: 239
  fp_util_pct: 30.5
  rows: 86
  fp.dieArea_mm2: 0.0571
layout:
  lay_top_cells: "inv_1 (314), ha_1 (266), fa_1 (167)"
  utilization_pct: 34.5
  drive_gt1_share_pct: 6.10
  final_area_mm2: 0.0191
  area.growth.synth_to_final_pct: 13.3
  layout_top_cell: "inv_1"
timing:
  worstMarginPinSlew_ps: 809
  fmax_ghz: 0.120
  setup_violations: 0
  report.final.slew_viol_count: 0
  hold_viol_final: 0
  timing.final.ws_setup_ps: 633
  finalCriticalPeriod_ps: 8370
  rsz0062_at_grt: "false"
  finalClockSkew_ps: 8.35
  min_period_over_period_pct: 93.0
  fin_tns_setup_ps: 0
  relSlewSlack_pct: 45.3
detailed_routing:
  dr.pass1.iters: 5
  drtAntennaViolNets: 0
  routed_wl_um: 45500
  vias_per_cell: 4.81
  diodes: 0
  wire_per_inst_um: 17.3
  via_count: 12600
  drt_first_iter_violations: 754
  drc: 0
placed_design:
  place_congestion: 0.954
  post_dp_cell_area_mm2: 0.0185
  dp_slack_ps: 502
  hpwl_um: 39100
  port-buffer-count: 66
flow_run:
  drv_cap: 0
  warnings: 38
status:
  status: "finished clean"
-- cell usage after synthesis (23+ instances only) --
master and instances:
fa_1 167, a21o_1 29, nor2_1 84, nand2b_1 27, o21ai_0 59, xnor2_1 144
mux2_2 33, nor3_1 25, clkbuf_1 23, xor2_1 56, dfxtp_1 96, nand2_1 82
ha_1 266, inv_1 314, a21oi_1 59, edfxtp_1 32
-- path summary, 6_finish.rpt --
path	startpoint	slack, ps	to	depth (start not counted)
min reg2reg	DD1.DD3.MAB[16]$_DFF_P_	470	DD1.Pim[0]$_DFF_P_	1
max	Qim[2]$_DFFE_PP_	630	DD1.DD3.MAB[31]$_DFF_P_	27
max reg2reg	Qim[2]$_DFFE_PP_	630	DD1.DD3.MAB[31]$_DFF_P_	27
min	DD1.DD3.MAB[16]$_DFF_P_	470	DD1.Pim[0]$_DFF_P_	1
-- flip-flops by register name (all words and copies together) (netlist names) --
register	count
DD1.DD1.MAB	17
DD1.DD2.MAB	16
DD1.DD3.MAB	16
DD1.Pim	16
DD1.Pre	16
Qim	16
Qre	16
DD1.DD4.MAB	15
-- metal layers --
metal  wire length, µm  share of wire (%)
met5                 0                  0
met4               506                1.1
met3              3350                7.4
met2             19700                 43
met1             21900                 48
-- cell type report --
type	count	area, µm²
Sequential cell	128	2880
Clock inverter	15	143
Multi-Input combinational cell	1316	12700
Clock buffer	17	425
Fill cell	5600	36200
Inverter	317	1190
Tap cell	748	936
Timing Repair Buffer	91	843
-- what timing repair did --
| action | CTS | global route |
|---|---|---|
| endpoints found under the hold margin | 0 | 0 |
| endpoints found under the setup margin | 0 | 6 |
| hold buffers | 0 | 0 |
| resized | 0 | 2 |
-- per-stage QoR --
step,hold WS (ps),instances
2_1_floorplan,420,1792
3_5_place_dp,447,2600
3_3_place_gp,452,2600
5_1_grt,491,2632
4_1_cts,472,2632
6_report,473,2632
-- cells by family after synthesis --
group | count (synthesis) | synth area share [%]
mux | 37 | 2.44
buf+inv | 348 | 7.82
fa+ha+maj | 433 | 39.6
compound gates | 301 | 12.2
simple gates | 344 | 10.4
xor+xnor | 201 | 10.5
flops | 128 | 17.1
