--- design.v ---
module my_BLOCK(input clk,           output reg [15:0] DISPL=16'h3456,
                input ce_wr_dat,     output reg [7:0] LED=8'h12,
                input [7:0] rx_dat,  output wire [7:0] my_dat,
                input [15:0] wr_adr,
                input [15:0] rd_adr,
                input [7:0] SW,
                input [7:0] com);
  assign wr_my_MEM = ((16'h5800 <= wr_adr) & (wr_adr <= 16'h5800 + 255));
  assign rd_my_MEM = ((16'h5800 <= rd_adr) & (rd_adr <= 16'h5800 + 255));
  assign ce_wr_REG =  (com == 8'h00) ? ce_wr_dat : 0 ;
  assign ce_wr_MEM = ((com == 8'h81) & wr_my_MEM);
  assign ce_rd_MEM = ((com == 8'h81) & rd_my_MEM);
  wire [7:0] dat_MEM;
  always @(posedge clk) begin
    LED <= (wr_adr == 16'h5800) ? rx_dat : LED;
    DISPL[15:8] <= (wr_adr == 16'h5800 + 1) ? rx_dat : DISPL[15:8];
    DISPL[ 7:0] <= (wr_adr == 16'h5800 + 2) ? rx_dat : DISPL[ 7:0];
  end
  BMEM_256x8 BMEM_256x8(.we(ce_wr_MEM), .DO(dat_MEM),
                        .clk(clk),
                        .DI(rx_dat[7:0]),
                        .Adr_wr(wr_adr[7:0]),
                        .Adr_rd(rd_adr[7:0]));
  wire [7:0] dat_REG = (rd_adr == 16'h5800 + 0) ? LED[7:0]    : 
                       (rd_adr == 16'h5800 + 1) ? DISPL[15:8] : 
                       (rd_adr == 16'h5800 + 2) ? DISPL[7:0]  : 
                       (rd_adr == 16'h5800 + 3) ? SW[7:0]     : 8'hFF;
  assign my_dat[7:0] = (com == 8'h80) ? dat_REG : 
                       (com == 8'h81 & rd_my_MEM) ? dat_MEM : 8'h55 ;
endmodule
module FD8E(input [7:0] D, output reg [7:0] Q = 0,
            input ce,
            input c);
  always @(posedge c) begin
    Q <= ce ? D : Q;
  end
endmodule
module BMEM_256x8 (input clk, output reg [7:0]DO,
                   input we,
                   input [7:0] DI,
                   input [7:0] Adr_wr,
                   input [7:0] Adr_rd);
  reg [7:0] MEM [255:0] ;  
  always @ (posedge clk) begin
    MEM[Adr_wr]<= we? DI :MEM[Adr_wr];  
    DO <= MEM[Adr_rd];
  end
endmodule
--- run.sh ---
#!/bin/bash
# OpenROAD 26Q1-2900-gdf79404cd8, Yosys 0.63+post, stock flow scripts
make -C /OpenROAD-flow-scripts/flow DESIGN_CONFIG=/design/flow/config.mk WORK_HOME=/design/flow/orfs finish
--- config.mk ---
export PLATFORM = sky130hd
export DESIGN_NAME = my_BLOCK
export DESIGN_NICKNAME = my_BLOCK
export VERILOG_FILES = /design/flow/design.v
export SDC_FILE = /design/flow/constraint.sdc
export NUM_CORES = 4
export LEC_CHECK = 1
export CORE_UTILIZATION = 50
--- constraint.sdc ---
current_design my_BLOCK

set clk_period 73.0
set clk_io_pct 0.2

create_clock -name clk0 -period $clk_period [get_ports {clk}]

set non_clock_inputs [all_inputs -no_clocks]
set_input_delay [expr $clk_period * $clk_io_pct] -clock clk0 $non_clock_inputs
set_output_delay [expr $clk_period * $clk_io_pct] -clock clk0 [all_outputs]
==> flow_summary.ini <==
; yosys + openroad results
[critical_path]
r2r_start = BMEM_256x8.MEM[127][4]$_DFFE_PP_
crit_top_cell = or2_2
crit_slowest_cell = or2_2
required_ns = 58.40
r2r_end = BMEM_256x8.DO[4]$_DFF_P_
worstSetupStartpointType = primary input
worstPathMaxFanout = 25
crit_buf_inv = 3
reg2reg_depth = 6
worstSetupPathType = in -> out
endpoint_kind = output pin
critPathTopFamily = simple AND/OR/NAND/NOR gates
r2r_slack_ns = 69.82
crit_chain = buf_2 -> buf_4 -> or2_2 -> nor2_1 -> nand4_1 -> or2_2 -> o22a_1 -> clkdlybuf4s50_1
slowest_delay_ns = 0.60
cp.arrival_ns = 17.27

[logic_synthesis]
yosys_warnings = 7
async_reset_ff_share_pct = 0
ys_cells = 3826
avgSynthCellArea_um2 = 21.19
ys_types = 68
edf_count = 2072
top_area_share_pct = 76.74
synthCells = 3826
ys_chip_area_um2 = 81080
ys_top_cells_by_area = edfxtp_1, mux4_2, mux2i_1, nor2_1, mux2_2
flop_cell = edfxtp_1
numSynthFlops = 2080
syn_area_um2 = 81080
top_area_cell = edfxtp_1
ys_seq_share_pct = 76.94

[sta]
fin_ws_ns = 41.13
min_period_ns = 31.87
worst_pin_slew_ns = 1.089
setup_viol = 0
hold_violations = 0
rsz0062_at_grt = no
finalClockPeriodUsage_pct = 43.65
relSlewSlack_pct = 26.37
fin_tns_setup_ns = 0
finClkSkew_ns = 0.03234
max_freq_mhz = 31.38
final_max_slew_viol_count = 0

[job]
maxCapViolations = 0
tool_warnings = 31

[global_route]
grt_pass1_wl_um = 310400
grt_pass1_vias = 43310
grt_use_total_pct = 30.70
antenna_found_initial = 15
grt_max_degree = 133
grt_overflow = 0

[routing]
antenna_left = 0
wl_per_cell_um = 33.72
vias = 39970
drtIter0Drc = 2498
first_pass_iters = 7
routed_wl_um = 216900
avgViaCountPerCell = 6.213
drc = 0

[layout]
fill_cells = 11800
layout-drive-gt1-share_pct = 24.27
final_cell_area_um2 = 91390
synthToLayoutAreaGrowth_pct = 12.71
finalNonFillerCells = 6432

[power]
p_leak_nw = 28.39
power.total_w = 0.002457
ir_drop_uv = 23.93
power_density_nw_per_um2 = 26.89

[clock_tree]
holdBufCountCts = 0
cts_setup_buffers = 0
cts_max_level = 4
cts_resized = 0
cts_buffers = 205
clock-sinks = 2080
clkTransAtPathRegs_ns = 0.06
clk_path_buf_depth = 3
cts_root_buffer = clkbuf_16
cts_tree = yes
insertion_delay_ns = 0.81

[placed_design]
io_buffer_count = 88
place_hpwl_um = 134500
placed_cell_area_um2 = 84880
place_inst = 6044
gp_congestion = 0.9435
place_ws_ns = 41.14

[min_path]
min_path_type = reg -> reg
hold_path_depth = 5
holdCritStartpoint = BMEM_256x8.MEM[221][1]$_DFFE_PP_
holdPathEnd = BMEM_256x8.DO[1]$_DFF_P_

[die]
dieArea_um2 = 163800
die_w_um = 404.7
ios = 90
rows = 147
core_area_um2 = 160800
floorplan.core_util_pct = 50.44
die.size.y_um = 404.7

[outcome]
status = complete, no violations
-- through the flow --
step | utilization [%] | hold WS (ns)
2_1_floorplan | - | 0.7134
3_3_place_gp | 52.80 | 1.032
3_5_place_dp | 52.80 | 1.033
4_1_cts | 56.84 | 1.040
5_1_grt | 56.85 | 1.067
6_report | 56.85 | 1.060
-- cell families (layout without fill, tap and decap cells) --
logic type      count (synthesis)  count (layout)  synth area share [%]
buf+inv                       229             671                 1.744
compound gates                300             300                 2.625
flops                        2080            2080                 76.94
mux                           665             665                 15.73
simple gates                  552             552                 2.960
other cells                     0               4                     0
-- Yosys cell counts, types with 4 or more instances --
cell type and n:
or4_1 5, or3b_2 4, buf_6 34, nand2_1 90, a211oi_1 16, o32ai_1 4, a2111oi_0 9, nand2b_1 9
o21ai_0 25, edfxtp_1 2072, a21oi_1 49, or2_2 5, mux4_2 484, a31oi_1 13, o22a_1 10, nand3b_1 5
o211ai_1 10, nor4b_1 5, buf_4 39, inv_1 4, a221oi_1 10, nand3_1 39, buf_2 66, a22o_1 9
nor3_1 12, nand4_1 6, a32o_1 4, clkbuf_1 74, o2111ai_1 7, or3_1 13, nor2_1 324, mux2i_1 146
mux2_2 35, a22oi_1 47, o22ai_1 36, buf_1 6, o21ai_1 5, nor4_1 5, dfxtp_1 8, nor2b_1 19
o221ai_1 19
-- registers in the layout, indices dropped and copies added, names as in the netlist --
signal / flops
BMEM_256x8.DO: 8
BMEM_256x8.MEM: 2048
DISPL: 16
LED: 8
-- tightest hold or removal path: cells and delay by family, from the launching register on --
kind	cells	cell delay [ns]
multiplexers	2	0.33
AND/OR/NAND/NOR	1	0.10
AND-OR/OR-AND	2	0.27
flip-flops	1	0.31
-- how the worst max path moves through the flow --
| stage | from | endpoint | slack [ns] | cells past startpoint |
|---|---|---|---|---|
| 4_1_cts | com[2] | my_dat[6] | 41.13 | 6 |
| 5_1_grt | com[3] | my_dat[6] | 41.06 | 6 |
| 6_report | rd_adr[4] | my_dat[6] | 41.13 | 8 |
-- cell usage in the layout (no fill, tap or decap), drive strengths merged, types with 39 or more instances in the layout --
cell type and instances:
a21oi 49, a22oi 47, buf 202, clkbuf 275
clkdlybuf4s50 73, clkinv 93, edfxtp 2072, mux2i 146
mux4 484, nand2 90, nand3 39, nor2 325
-- power by group --
part	internal [W]	leakage (nW)	switching [W]
clock network	0.000581	3.17	0.000437
logic	0.0000417	6.53	0.0000828
registers	0.00131	18.7	0.000000520
total	0.00194	28.4	0.000520
-- routing by layer --
metal | track usage (%) | wire (um) | vias to the layer above
met5 | 1.873 | 573 | -
met4 | 6.958 | 6728 | 45
met3 | 23.55 | 39140 | 411
met2 | 42.11 | 100100 | 2537
met1 | 42.33 | 70350 | 20410
li1 | - | - | 16570
-- area by class of cell --
class,count,area [um2],area share [%]
repair buffers,283,2431,2.660
inverters,4,17.52,0.01917
clock buffers,267,5519,6.039
clock inverters,117,980.9,1.073
diodes,4,10.01,0.01095
well taps,2160,2703,2.957
multi-input cells,1517,17350,18.98
flip-flops and latches,2080,62380,68.26
Power is estimated from default activity; no workload was simulated.
